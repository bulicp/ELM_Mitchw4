==> design.v <==
module ELM_Mitchw4(
    input [15:0] x,
    input [15:0] y,
    output [31:0] p
    );
    wire [1:0] sign_factor;
    wire [16:0] PP_2;
    wire [14:0] PP_1;
    wire [27:0] PP_0;
    PP_2_gen High(
        .x1(x[15:13]),
        .y(y),
        .sign_factor(sign_factor[1]),
        .PP(PP_2)
        );
    PP_1_gen Middle(
        .x(x[13:0]),
        .y1(y[15:13]),
        .sign_factor(sign_factor[0]),
        .PP(PP_1)
        );
    PP_0_gen Low(
        .x0(x[13:0]),
        .y0(y[13:0]),
        .PP(PP_0)
        );
    PP_add Final(
        .sign_factor(sign_factor),
        .PP_2(PP_2),
        .PP_1(PP_1),
        .PP_0(PP_0),
        .p(p)
        );
endmodule
module PP_2_gen(
    input [2:0] x1,
    input [15:0] y,
    output sign_factor,
    output [16:0] PP
    );
    wire one, two, sign;
    code encode_block(
        .one(one),
        .two(two),
        .sign(sign),
        .y2(x1[2]),
        .y1(x1[1]),
        .y0(x1[0])
        );
    wire [16:0] tmp1_pp; 
    assign tmp1_pp = {y[15],y};  
    wire [17:0] out1;
    assign out1[0] = sign;
    genvar i;
    generate
        for ( i = 0; i < 17; i = i+1 )
            begin : pp_rad4_first 
            product pp_pr(tmp1_pp[i],out1[i],one,two,sign,PP[i],out1[i+1]);
            end
    endgenerate
    sgn_gen sign_gen(one,two,sign,sign_factor);
endmodule
module PP_1_gen(
    input [13:0] x,
    input [2:0] y1,
    output sign_factor,
    output [14:0] PP
    );
    wire one, two, sign;
    code encode_block(
        .one(one),
        .two(two),
        .sign(sign),
        .y2(y1[2]),
        .y1(y1[1]),
        .y0(y1[0])
        );
    wire [14:0] tmp1_pp; 
    assign tmp1_pp = {x[13],x};  
    wire [15:0] out1;
    assign out1[0] = sign;
    genvar i;
    generate
        for ( i = 0; i < 15; i = i+1 )
            begin : pp_rad4_first 
            product pp_pr(tmp1_pp[i],out1[i],one,two,sign,PP[i],out1[i+1]);
            end
    endgenerate
    sgn_gen sign_gen(one,two,sign,sign_factor);
endmodule   
module code(one,two,sign,y2,y1,y0);  
	input y2,y1,y0;                     
	output one,two,sign;                
	wire [1:0]k;                        
	xor x1(one,y0,y1);                  
	xor x2(k[1],y2,y1);                 
	not n1(k[0],one);                   
	and a1(two,k[0],k[1]);              
	assign sign=y2;                     
endmodule       
module product(x1,x0,one,two,sign,p,i);
	input x1,x0,sign,one,two;
	output p,i;
	wire [1:0] k;
	xor xo1(i,x1,sign);
	and a1(k[1],i,one);
	and a0(k[0],x0,two);
	or o1(p,k[1],k[0]);
endmodule
module sgn_gen(one,two,sign,sign_factor);
    input sign,one,two;
    output sign_factor;
    wire k;
    or o1(k,one,two);
    and a1(sign_factor,sign,k);
endmodule
module PP_0_gen(
    input signed [13:0] x0,
    input signed [13:0] y0,
    output signed [27:0] PP
    );
    wire [13:0] x0_abs;
    assign x0_abs = x0 ^ {14{x0[13]}};
    wire [13:0] k_x0;
    wire zero_x0;
    wire [13:0] x0_abs2;
	assign x0_abs2 = x0_abs;
    LOD14 lod_x0(
        .data_i(x0_abs),
        .zero_o(zero_x0),
        .data_o(k_x0));
    wire [3:0] k_x0_enc;
    PriorityEncoder_14v2 PE_x0(
        .data_i(k_x0),
        .code_o(k_x0_enc));
    wire [2:0] x_shift;
    LBarrel Lshift_x0(
        .data_i(x0_abs2),
        .shift_i(k_x0),
        .data_o(x_shift));
    wire [13:0] y0_abs;
    assign y0_abs = y0 ^ {14{y0[13]}};
    wire [13:0] k_y0;
    wire zero_y0;
    LOD14 lod_y0(
        .data_i(y0_abs),
        .zero_o(zero_y0),
        .data_o(k_y0));
	wire [13:0] y0_abs2;
	assign y0_abs2 = y0_abs;  
    wire [3:0] k_y0_enc;
    PriorityEncoder_14v2 PE_y0(
        .data_i(k_y0),
        .code_o(k_y0_enc));
    wire [2:0] y_shift;
    LBarrel Lshift_y0(
        .data_i(y0_abs2),
        .shift_i(k_y0),
        .data_o(y_shift));
    wire [7:0] x_log;
    wire [7:0] y_log;
    wire [7:0] p_log;
    assign x_log = {1'b0,k_x0_enc,x_shift};
    assign y_log = {1'b0,k_y0_enc,y_shift};
    assign p_log = x_log + y_log;
    wire [19:0] p_l1b;
    wire [3:0] l1_input;
    assign l1_input = {1'b1,p_log[2:0]};
    L1Barrel L1shift_plog(
        .data_i(l1_input),
        .shift_i(p_log[6:3]),
        .data_o(p_l1b));
    wire [12:0] p_low;
    wire not_k_l5 = ~p_log[7];
    assign p_low = p_l1b[15:3] & {13{not_k_l5}};
    wire [3:0] p_med;
    assign p_med = p_log[7] ? p_l1b[3:0] : p_l1b[19:16];
    wire [10:0] p_high;
    assign p_high = p_l1b[14:4] & {11{p_log[7]}};
    wire [27:0] PP_abs;
    assign PP_abs = {p_high,p_med,p_low};
    wire p_sign;
    wire [27:0] PP_temp;
    assign p_sign = x0[13] ^ y0[13];
    assign PP_temp = PP_abs ^ {28{p_sign}};
    wire notZeroA, notZeroB, notZeroD;
    assign notZeroA = ~zero_x0 | x0[13] | x0[0];
    assign notZeroB = ~zero_y0 | y0[13] | y0[0];
    assign notZeroD = notZeroA & notZeroB;
    assign PP = notZeroD? PP_temp : 28'b0;
endmodule
module LOD14(
    input [13:0] data_i,
    output zero_o,
    output [13:0] data_o
    );
	 wire [13:0] z;
	 wire [3:0] zdet;
	 wire [3:0] select;
	 assign zdet[3] = |(data_i[13:12]);
	 assign zdet[2] = |(data_i[11:8]);
	 assign zdet[1] = |(data_i[7:4]);
	 assign zdet[0] = |(data_i[3:0]);
	 assign zero_o = ~( zdet[0]  | zdet[1] );
	 LOD4 lod4_1 (
		.data_i(data_i[3:0]), 
		.data_o(z[3:0])
	 );
	  LOD4 lod4_2 (
            .data_i(data_i[7:4]), 
            .data_o(z[7:4])
         );
      LOD4 lod4_3 (
           .data_i(data_i[11:8]), 
           .data_o(z[11:8])
        );
	 LOD2 lod2_4 (
                .data_i(data_i[13:12]), 
                .data_o(z[13:12])
             );
	 	LOD4 lod4_5 (
                .data_i(zdet), 
                .data_o(select)
             );
	Muxes2in1Array2 Inst_MUX214_3 (
         .data_i(z[13:12]), 
         .select_i(select[3]), 
         .data_o(data_o[13:12])
     );
	Muxes2in1Array4 Inst_MUX214_2 (
        .data_i(z[11:8]), 
        .select_i(select[2]), 
        .data_o(data_o[11:8])
    );
	 Muxes2in1Array4 Inst_MUX214_1 (
        .data_i(z[7:4]), 
        .select_i(select[1]), 
        .data_o(data_o[7:4])
    );
	 Muxes2in1Array4 Inst_MUX214_0 (
		.data_i(z[3:0]), 
		.select_i(select[0]), 
		.data_o(data_o[3:0])
    );
endmodule
module LOD4(
    input [3:0] data_i,
    output [3:0] data_o
    );
	 wire mux0;
	 wire mux1;
	 wire mux2;
	 assign mux2 = (data_i[3]==1) ? 1'b0 : 1'b1;
	 assign mux1 = (data_i[2]==1) ? 1'b0 : mux2;
	 assign mux0 = (data_i[1]==1) ? 1'b0 : mux1;
	 assign data_o[3] = data_i[3];
	 assign data_o[2] =(mux2 & data_i[2]);
	 assign data_o[1] =(mux1 & data_i[1]);
	 assign data_o[0] =(mux0 & data_i[0]);
endmodule
module LOD2(
    input [1:0] data_i,
    output [1:0] data_o
    );
	 assign data_o[1] = data_i[1];
	 assign data_o[0] =(~data_i[1] & data_i[0]);
endmodule
module Muxes2in1Array4(
    input [3:0] data_i,
    input select_i,
    output [3:0] data_o
    );
	assign data_o[3] = select_i ? data_i[3] : 1'b0;
	assign data_o[2] = select_i ? data_i[2] : 1'b0;
	assign data_o[1] = select_i ? data_i[1] : 1'b0;
	assign data_o[0] = select_i ? data_i[0] : 1'b0;
endmodule
module Muxes2in1Array2(
    input [1:0] data_i,
    input select_i,
    output [1:0] data_o
    );
	assign data_o[1] = select_i ? data_i[1] : 1'b0;
	assign data_o[0] = select_i ? data_i[0] : 1'b0;
endmodule
module PriorityEncoder_14(
    input [13:0] data_i,
    output reg [3:0] code_o
    );
	  always @*
		case (data_i)
	     14'b00000000000001 : code_o = 4'b0000;
         14'b00000000000010 : code_o = 4'b0001;
         14'b00000000000100 : code_o = 4'b0010;
         14'b00000000001000 : code_o = 4'b0011;
         14'b00000000010000 : code_o = 4'b0100;
         14'b00000000100000 : code_o = 4'b0101;
         14'b00000001000000 : code_o = 4'b0110;
         14'b00000010000000 : code_o = 4'b0111;
         14'b00000100000000 : code_o = 4'b1000;
         14'b00001000000000 : code_o = 4'b1001;
         14'b00010000000000 : code_o = 4'b1010;
         14'b00100000000000 : code_o = 4'b1011;
		 default  : code_o = 4'b1100;
		endcase		
endmodule
module PriorityEncoder_14v2(
    input [13:0] data_i,
    output [3:0] code_o
    );
	wire tmp10, tmp20,tmp30,tmp40;
	assign tmp10 = ~(~(data_i[1] | data_i[3]) & ~data_i[5]);
	assign tmp20 = ~(~(data_i[7] | data_i[9]) & ~data_i[11]);
	assign code_o[0] = tmp10 | tmp20;
	assign tmp30 = ~(~(data_i[2] | data_i[3]) & ~data_i[6]);
	assign tmp40 = ~(~(data_i[7] | data_i[10]) & ~data_i[11]);
	assign code_o[1] = tmp30 | tmp40;
	wire [1:0] tmp50, tmp60;
	wire tmp70, tmp80;
	assign tmp50 = ~ (data_i[5:4] | data_i[7:6]);
	assign tmp70 = ~&(tmp50);
	assign code_o[2] = tmp70 | data_i[12];
	assign tmp60 = ~ (data_i[9:8] | data_i[11:10]);
	assign tmp80 = ~&(tmp60);
	assign code_o[3] = tmp80 | data_i[12];
endmodule
module LBarrel(
    input [13:0] data_i,
    input [13:0] shift_i,
    output [2:0] data_o);
	wire [11:0] tmp1_l;  
	wire [5:0] tmp2_l;	 
	wire [2:0] tmp3_l;	 
	assign tmp1_l = ~(data_i[11:0] & shift_i[12:1]);
	assign tmp2_l = ~(tmp1_l[11:6] & tmp1_l[5:0]);	
    assign tmp3_l = ~(tmp2_l[5:3] | tmp2_l[2:0]);
	assign data_o[2] = 	~&tmp3_l;
	wire [11:0] tmp1_r;
	wire [5:0] tmp2_r;
	wire [2:0] tmp3_r;
	assign tmp1_r[11] = 1'b1;
	assign tmp1_r[10:0] = ~(data_i[10:0] & shift_i[12:2]);
	assign tmp2_r = ~(tmp1_r[11:6] & tmp1_r[5:0]);	
    assign tmp3_r = ~(tmp2_r[5:3] | tmp2_r[2:0]);
	assign data_o[1] = 	~&tmp3_r;
	wire [11:0] tmp1_u;
	wire [5:0] tmp2_u;
	wire [2:0] tmp3_u;
	assign tmp1_u[11] = 1'b1;
	assign tmp1_u[10] = 1'b1;
	assign tmp1_u[9:0] = ~(data_i[9:0] & shift_i[12:3]);
	assign tmp2_u = ~(tmp1_u[11:6] & tmp1_u[5:0]);	
    assign tmp3_u = ~(tmp2_u[5:3] | tmp2_u[2:0]);
	assign data_o[0] = 	~&tmp3_u;
endmodule
module L1Barrel(
    input [3:0] data_i,
    input [3:0] shift_i,
    output reg [19:0] data_o);
    always @*
        case (shift_i)
           4'b0000: data_o = data_i;
           4'b0001: data_o = data_i << 1;
           4'b0010: data_o = data_i << 2;
           4'b0011: data_o = data_i << 3;
           4'b0100: data_o = data_i << 4;
           4'b0101: data_o = data_i << 5;
           4'b0110: data_o = data_i << 6;
           4'b0111: data_o = data_i << 7;
           4'b1000: data_o = data_i << 8;
           4'b1001: data_o = data_i << 9;
           4'b1010: data_o = data_i << 10;
           4'b1011: data_o = data_i << 11;
           4'b1100: data_o = data_i << 12;
           4'b1101: data_o = data_i << 13;
           4'b1110: data_o = data_i << 14;
           default: data_o = data_i << 15;
        endcase
endmodule
module RBarell(
    input data_i,
    input shift_i,
    output [1:0] data_o);
    assign data_o[1] = ~shift_i;
    assign data_o[0] = shift_i | data_i;
endmodule
module PP_add(
    input [1:0] sign_factor,
    input [16:0] PP_2,
    input [14:0] PP_1,
    input [27:0] PP_0,
    output [31:0] p
    );
    wire [2:0] E_MSB;
    assign E_MSB[0] = ~ PP_0[27];
    assign E_MSB[1] = ~ PP_1[14];
    assign E_MSB[2] = ~ PP_2[16];
    wire [15:0] sum00_FA;
    wire [15:0] carry00_FA;
    wire [15:0] tmp001_FA;
    wire [15:0] tmp002_FA;
    wire [15:0] tmp003_FA;
    assign tmp001_FA = {E_MSB[0],PP_0[27],PP_0[27:14]};
    assign tmp002_FA = {E_MSB[1],PP_1};
    assign tmp003_FA = {PP_2[15:0]};
    genvar i001;
    generate
        for (i001 = 0; i001 < 16; i001 = i001 + 1)
            begin : pp_fad00
            FAd pp_fad(tmp001_FA[i001],tmp002_FA[i001], tmp003_FA[i001], carry00_FA[i001],sum00_FA[i001]);
            end
    endgenerate
    wire sum00_HA, carry00_HA;
    assign carry00_HA = PP_2[16];  
    assign sum00_HA = E_MSB[2];  
    wire [31:0] tmp1_add;
    wire [31:0] tmp2_add;
    assign tmp1_add = {E_MSB[2],sum00_HA,sum00_FA,PP_0[13:0]};
    assign tmp2_add = {carry00_HA,carry00_FA,sign_factor[1],{14{sign_factor[0]}}};
    assign p = tmp1_add + tmp2_add;
endmodule
module FAd(a,b,c,cy,sm);
	input a,b,c;
	output cy,sm;
	wire x,y,z;
	xor x1(x,a,b);
	xor x2(sm,x,c);
	and a1(y,a,b);
	and a2(z,x,c);
	or o1(cy,y,z);
endmodule 
==> run.sh <==
#!/bin/bash
# OpenROAD 26Q1-2900-gdf79404cd8, Yosys 0.63+post, stock flow scripts
make -C /OpenROAD-flow-scripts/flow DESIGN_CONFIG=/design/flow/config.mk WORK_HOME=/design/flow/orfs finish
==> config.mk <==
export PLATFORM = sky130hd
export DESIGN_NAME = PriorityEncoder_14
export DESIGN_NICKNAME = PriorityEncoder_14
export VERILOG_FILES = /design/flow/design.v
export SDC_FILE = /design/flow/constraint.sdc
export NUM_CORES = 4
export LEC_CHECK = 1
export CORE_AREA = 10 10 70 70
export DIE_AREA = 0 0 80 80
==> constraint.sdc <==
current_design PriorityEncoder_14

set clk_period 2.0
set clk_io_pct 0.2

create_clock -name clk0 -period $clk_period

set non_clock_inputs [all_inputs -no_clocks]
set_input_delay [expr $clk_period * $clk_io_pct] -clock clk0 $non_clock_inputs
set_output_delay [expr $clk_period * $clk_io_pct] -clock clk0 [all_outputs]
==> results.txt <==
Physical implementation status

After layout, the worst setup slack is -0.0473 ns. Registers take 0 sq um. sky130_fd_sc_hd__xor2_1 takes more of the synthesized area than any other cell.

The remaining number of nets flagged by the antenna check after routing stands at 0. The initial detailed-routing violation count stands at 17. The detail-routed via count per cell stands at 3.95.

Per the detailed-route log, wirelength across all metal layers totals 1450 um. The placer congestion estimate stands at 0.823. By area the synthesized netlist is led by sky130_fd_sc_hd__xor2_1 (18%), sky130_fd_sc_hd__nor4_1 (13%), sky130_fd_sc_hd__nor4_2 (8.7%).

Summing over the stages, the warning tally comes to 34. The tool flagged a number of max-cap violations equal to 0. Along the worst hold path, the cell count comes to 5.

The worst slew margin relative to its limit stands at 0.788. The worst setup path is launched from a primary input. In the synthesized netlist, the cells that appear most often are sky130_fd_sc_hd__nand2_1 (6), sky130_fd_sc_hd__nor4_1 (6), sky130_fd_sc_hd__xor2_1 (6). The power report attributes to the clock group a share of 0. The Yosys chip area stands at 287 sq um.

The end-of-flow timing check tallies setup violations at 3. The final setup TNS stands at -0.115 ns. The relative contribution of sequential cells to total power stands at 0. The HPWL after detailed placement is 1020 um. For reference, the final report shows the hold violation count at 0.

Input and output buffers added on the ports amount to 18. The count of unique library cells instantiated by Yosys stands at 18. Setup repair after global routing could not meet its margin everywhere. Total power normalized to cell area comes to 129 nW/um^2. The synthesized netlist was found by Yosys to have 43 cells. The repair_antennas step left the layout with diodes totalling 0.

The post-synthesis cell count stands at 43. Warnings reported by Yosys during synthesis add up to 1. Each instance of the synthesized netlist takes up on average 6.66 sq um. The number of standard cells in the layout, taps in and fillers out stands at 134. Per the OpenROAD floorplan log, the height of the die is 80 um. The required time of the critical path stands at 1.60 ns. The switching share of power stands at 0.481. The arrival time of data at the worst endpoint is listed as 1.65 ns. At the pin with the least slew margin, the transition time is 0.315 ns.

The iteration count recorded for the first detailed-route pass is 4. The global-route wire length before repair stands at 2430 um. The row count stands at 21. The flow ran to the end, but the final reports show violations. The residual DRC count stands at 0. The synthesis-to-finish area growth stands at 185%. Clock buffers in the final layout number 0. The number of sequential cells stands at 0. The internal portion of total power stands at 54.4 uW.

In this run the cell area of the synthesized design comes to 287 sq um. The instance count after placement with tap cells included stands at 122. Per the final layout report, the fraction of cells sized above drive strength 1 comes to 0.727. The combinational cell fraction of total power stands at 1.000. The final cycle utilization of the critical path stands at 1.02. The critical path in this run is classified as in2out. The critical path maximum fanout is 3.

The timing report shows that the slowest cell on the worst path is sky130_fd_sc_hd__nor4_4. The fmax stands at 488 MHz. The via count of the routed design stands at 529. The switching power total stands at 50.4 uW.

The initial antenna violation count came to 0. Per the hold report, the tightest min-delay path originates at data_i[7]. The peak ir drop on the vdd network stands at 25.6 uV. Per the OpenROAD floorplan log, the area of the core is 3420 sq um. For this design the top-level I/O count stands at 18. The floorplan step records an initial core utilization of 0.0839. The total track usage stands at 0.0434. The cell sequence reported for the critical path is buf_8 -> nor4_4 -> nand2_2 -> buf_6 -> o22a_1 -> o211ai_2 -> buf_4 -> o21ai_2 -> buf_2. The tightest min-delay check is of the in2out type. The chip footprint stands at 6400 sq um. The routed design could run at a clock period as short as 2.05 ns. For reference, the final report shows the max-slew violation count at 0. The wire length per cell after detailed routing stands at 10.8 um. In this run the worst setup path begins at data_i[11].

Of the post-synthesis cell area, the dominant cell type holds 0.183. The number of global-route vias before repair came to 520. The reported leakage power stands at 0.000318 uW. The total congestion overflow after global routing stands at 0.

The final reports fail on setup timing. Entering global routing, the biggest net connects 6 pins. The sequential element share of the synthesized area stands at 0.

The timing report gives the biggest stage delay along the critical path as 0.32 ns. The worst setup path is captured at an output pin. Per the OpenROAD floorplan log, the width of the die is 80 um.
-- power by group through the flow --
stage | clock, uW | sequential, uW | combinational, uW
6_report | 0 | 0 | 105
5_1_grt | 0 | 0 | 113
4_1_cts | 0 | 0 | 96.4
-- worst max-delay path, delay by kind of cell --
kind | cells | cell delay (ns)
and+or+nand+nor | 2 | 0.43
AOI/OAI and AO/OA | 3 | 0.35
buffers and inverters | 4 | 0.47
-- area by class of cell --
class / instances / area, sq um
Tap cell: 46 / 57.6
Multi-Input combinational cell: 43 / 414
Fill cell: 351 / 2600
Timing Repair Buffer: 45 / 344
-- per-stage QoR --
step	setup WS, ns	area (sq um)	util	power (uW)	hold WS, ns
2_1_floorplan	0.281	287	-	19.2	0.910
3_3_place_gp	-0.846	637	0.186	83.7	1.97
3_5_place_dp	-0.906	637	0.186	84.5	2.00
4_1_cts	-0.0616	767	0.225	96.4	1.25
5_1_grt	-0.157	816	0.239	113	1.30
6_report	-0.0473	816	0.239	105	1.26
-- layer usage --
metal | up-vias | global-route usage | share of wire
met5 | - | 0 | 0
met4 | 0 | 0 | 0
met3 | 0 | 0.00909 | 0.074
met2 | 18 | 0.0754 | 0.44
met1 | 247 | 0.0567 | 0.48
li1 | 264 | - | -
-- layout by cell type, fill, tap and decap left out, drive strengths merged --
master and count:
o22a 1, and3 1, nor4b 2, buf 43, o211ai 2, nor2b 2
o21ai 5, a21boi 1, nor4 8, nand4 1, nand2 6, clkdlybuf4s15 2
a211oi 1, nor3b 1, xor2 6, o31a 1, nor2 4, or3 1
-- repair_timing --
action,4_1_cts,5_1_grt
setup buffers,12,1
hold buffers,0,0
pin swaps,21,8
gates resized,97,11
endpoints found under the setup margin,4,4
-- logic make-up (layout without fill, tap and decap cells) --
family / after synthesis / in the layout / synth area share
compound gates: 11 / 11 / 0.271
xor+xnor: 6 / 6 / 0.183
buf+inv: 0 / 45 / 0
simple gates: 26 / 26 / 0.546
-- path summary, 6_finish.rpt --
path	to	slack [ns]
max	code_o[2]	-0.05
min	code_o[1]	1.26
Power and IR drop assume default switching activity.
